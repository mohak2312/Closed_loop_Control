===== design/flow/design.v =====
`timescale 1ns / 1ps
module  n4fpga_PWM_detection (
	input 					clock_3,                 
	input 					SA,                      
	input                   Reset,		             
	output reg	[31:0]		high_counter,		     
	output reg	[31:0]		low_counter              
	);
	reg			[31:0]		counter1=32'b0;           
	reg			[31:0]		counter2=32'b0;           
	reg 					lastval; 		          
always@(posedge clock_3) begin
if(Reset)begin                                        
    counter1<=32'b0;                                  
    counter2<=32'b0;                                  
    high_counter<=32'b0;                             
    low_counter<=32'b0;                              
    lastval<=1'b0;                                   
    end
	if (SA == 1'b1) begin                          
			if (lastval == 1'b0)                         
			begin 
					high_counter<=counter1;                
					counter1<=32'b0;                        
					lastval<=1'b1;                          
			end
			else begin
					counter1 <= counter1 + 1'b1;            
					lastval<=1'b1;                          
			end
	end
	else if(SA == 1'b0)	begin                           
			if(lastval==1'b1)                               
			begin
				low_counter <= counter2;                     
				counter2<=32'b0;                             
				lastval<=1'b0;                               
			end
			else begin
				counter2=counter2+1'b1;                      
				lastval=1'b0;                                
			end	
		end
end	
endmodule

===== design/flow/run.sh =====
#!/bin/bash
# OpenROAD 26Q1-2900-gdf79404cd8, Yosys 0.63+post, stock flow scripts
make -C /OpenROAD-flow-scripts/flow DESIGN_CONFIG=/design/flow/config.mk WORK_HOME=/design/flow/orfs finish

===== design/flow/config.mk =====
export PLATFORM = sky130hd
export DESIGN_NAME = n4fpga_PWM_detection
export DESIGN_NICKNAME = n4fpga_PWM_detection
export VERILOG_FILES = /design/flow/design.v
export SDC_FILE = /design/flow/constraint.sdc
export NUM_CORES = 4
export LEC_CHECK = 1
export CORE_UTILIZATION = 40

===== design/flow/constraint.sdc =====
current_design n4fpga_PWM_detection

set clk_period 7.0
set clk_io_pct 0.2

create_clock -name clk0 -period $clk_period [get_ports {clock_3}]

set non_clock_inputs [all_inputs -no_clocks]
set_input_delay [expr $clk_period * $clk_io_pct] -clock clk0 $non_clock_inputs
set_output_delay [expr $clk_period * $clk_io_pct] -clock clk0 [all_outputs]

==> results.yml <==
# generated from flow reports
status:
  status: "complete, no violations"
layout:
  final_util_pct: 50.6
  stdcell_count: 883
  lay_top_cells: "124 x nand2_1, 66 x clkdlybuf4s50_1, 65 x dfxtp_1"
  layout_top_cell: "nand2_1"
  drive_gt1_share_pct: 6.87
  n_fill_cell: 1226
  syn_to_final_growth_pct: 22.9
job:
  max_cap_violations: 0
  openroad.warnings: 25
power:
  total_power_uw: 1880
  vdd_ir_drop_max_uv: 165
  leakagePower_uw: 0.00259
  powerDensity_mw_per_mm2: 255
worst_setup_path:
  setup.worst_path.start_class: "input pin"
  required_ns: 7.04
  cp.arrival_ns: 3.08
  r2r_start: "counter2[5]"
  r2r_slack_ns: 4.60
  crit_type: "in -> reg"
  r2r_cells: 4
  critPathMaxFanout: 65
  r2r_end: "counter2[29]"
  critPathCaptureType: "register"
final_timing:
  finalSetupViolations: 0
  worst_slew_pin_slew_ns: 0.905
  post-route-min-period_ns: 3.05
  rsz0062_at_grt: "false"
  setup_tns_ns: 0
  maxSlewViolCount: 0
  finalClockPeriodUsage_pct: 43.5
  skew_ns: 0.0147
  max-slew-margin-rel_pct: 39.5
  max_freq_mhz: 328
  hold_ws_ns: 0.470
  hold_viol: 0
synthesis:
  async_flop_share_pct: 0
  yosysWarnings: 1
  synthTopCellsByArea: "edfxtp_1 32%, dfxtp_1 22%, nand2_1 7.8%"
  post_synth_mux_area_share_pct: 1.35
  edf_count: 64
  avgSynthCellArea_um2: 9.52
  netlist_area_mm2: 0.00601
  numSynthFlops: 129
  flop_cell: "dfxtp_1"
  synth_chip_area_mm2: 0.00601
  xor_share_pct: 3.50
  simple_gate_area_share_pct: 29.4
  ys_sh_adder_pct: 0.417
  synthDistinctLibCells: 43
  ys_cells: 631
  synthAoiAreaFrac_pct: 8.42
  yosysTopAreaCell: "edfxtp_1"
  synthCells: 631
  postSynthSeqShare_pct: 53.7
  topCombFamilyByArea: "simple AND/OR/NAND/NOR gates"
  synth_top_area_share_pct: 32.0
drt:
  viasPerCell: 5.28
  ant_nets: 0
  routed_wl_um: 12800
  routedWlPerCell_um: 14.5
  drcViolationCount: 0
  vias: 4666
  diodes: 0
  firstDrtPassIters: 4
  first_iter_violations: 400
min_path:
  min_path_cells: 2
  hp-start: "low_counter[25]"
  hold_class: "reg -> reg"
  hold-path-endpoint: "low_counter[25]"
clock_network:
  cts_root_buffer: "clkbuf_16"
  cts_tree: "done"
  h-tree-depth: 4
  clock-sinks: 129
  ctsResizeCount: 0
  cts_inserted_buffers: 17
  cts_buffer_depth: 2
  holdBufCountCts: 0
  post-cts-setup-buffer-count: 0
  cts.clk_slew.worst_paths_ns: 0.05
  clock_latency_ns: 0.41
grt:
  first_global_vias: 4270
  antenna_found_initial: 0
  grt_max_degree: 66
  globalRouteOverflowTotal: 0
  grtUsageTotal_pct: 17.3
  grt_pass1_wl_um: 21100
placed_design:
  gp_congestion: 0.830
  dp_hpwl_um: 8040
  port-buffer-count: 66
  dp.cells: 852
floorplanning:
  coreArea_mm2: 0.0146
  io_pins: 67
  num_rows: 44
  chipArea_mm2: 0.0155
  die_width_um: 125
  dieHeight_um: 125
  initCoreUtil_pct: 41.2
synth_stat cells (8+ instances only):
library cell,instances
inv_1,8
or4_1,16
a21oi_1,27
nand4_1,19
or3_1,10
o31ai_1,16
nand2_1,124
o21ai_0,45
nor2_1,33
edfxtp_1,64
nand2b_1,36
dfxtp_1,65
nand3_1,16
clkbuf_1,27
xnor2_1,12
xor2_1,12
nor4_1,10
nand3b_1,36
state kept, by name (all words and copies together), names as in the netlist:
signal / count
high_counter: 32
counter1: 32
lastval: 1
counter2: 32
low_counter: 32
logic make-up after synthesis:
group / Yosys count
buffers and inverters: 44
AND-OR/OR-AND: 91
AND/OR/NAND/NOR: 333
flip-flops: 129
adder cells (fa/ha/maj): 2
XOR/XNOR: 24
multiplexers: 8
worst max path at each step:
stage | endpoint | depth (start not counted) | start
global route | counter1[25] | 3 | Reset
finish | counter1[25] | 3 | Reset
CTS | counter1[25] | 3 | Reset
through the flow:
stage          setup slack (ns)  instance area, um^2
2_1_floorplan              4.17                 6010
3_3_place_gp               3.59                 6800
3_5_place_dp               3.57                 6800
4_1_cts                    4.00                 7380
5_1_grt                    3.88                 7380
6_report                   3.95                 7380
critical path, stage by stage:
cell	delay, ns
clkdlybuf4s50_1	0.45
buf_4	0.44
or2_2	0.75
power by group:
part	internal [uW]	switching, uW	leakage, uW	total, uW
Combinational	66.5	57.0	0.00109	124
Sequential	842	44.5	0.00122	887
Clock	570	300	0.000289	870
layer usage:
layer	vias up	part of all wire [%]	track usage (%)
li1	2376	-	-
met1	2182	48	28.1
met2	98	47	25.9
met3	10	4.0	3.68
met4	0	0.89	2.41
met5	-	0	0
cell type report:
| cell class | count | area [um^2] | share of cell area [%] |
|---|---|---|---|
| Timing Repair Buffer | 73 | 713 | 9.66 |
| Multi-Input combinational cell | 458 | 2600 | 35.2 |
| Tap cell | 184 | 230 | 3.12 |
| Clock buffer | 26 | 510 | 6.92 |
| Sequential cell | 129 | 3220 | 43.7 |
| Clock inverter | 5 | 75.1 | 1.02 |
| Inverter | 8 | 30.0 | 0.407 |
Power and IR drop assume default switching activity.
